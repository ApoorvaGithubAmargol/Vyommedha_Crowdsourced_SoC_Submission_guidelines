==> ./design.v <==
module cordic_core (
    input  wire         clk,
    input  wire         rst,
    input  wire         bus_write,
    input  wire         bus_read,
    input  wire [5:0]   addr,
    input  wire [31:0]  wdata,
    output reg  [31:0]  rdata,
    output reg          done
);
    parameter WIDTH = 16;       
    parameter ITER  = 16;       
    reg signed [WIDTH-1:0] x, y;
    reg signed [31:0]       z;
    reg [4:0]               iter_cnt;
    reg                     busy;
    reg [31:0] atan_table [0:ITER-1];
    integer i;
    initial begin
        atan_table[0]  = 32'b00100000000000000000000000000000;
        atan_table[1]  = 32'b00010010111001000000010100011101;
        atan_table[2]  = 32'b00001001111110110011100001011011;
        atan_table[3]  = 32'b00000101000100010001000111010100;
        atan_table[4]  = 32'b00000010100010110000110101000011;
        atan_table[5]  = 32'b00000001010001011101011111100001;
        atan_table[6]  = 32'b00000000101000101111011000011110;
        atan_table[7]  = 32'b00000000010100010111110001010101;
        atan_table[8]  = 32'b00000000001010001011111001010011;
        atan_table[9]  = 32'b00000000000101000101111100101110;
        atan_table[10] = 32'b00000000000010100010111110011000;
        atan_table[11] = 32'b00000000000001010001011111001100;
        atan_table[12] = 32'b00000000000000101000101111100110;
        atan_table[13] = 32'b00000000000000010100010111110011;
        atan_table[14] = 32'b00000000000000001010001011111001;
        atan_table[15] = 32'b00000000000000000101000101111100;
    end
    localparam ADDR_CTRL  = 6'h00;
    localparam ADDR_ANGLE = 6'h04;
    localparam ADDR_COS   = 6'h08;
    localparam ADDR_SIN   = 6'h0C;
    always @(posedge clk) begin
        if (rst) begin
            busy     <= 0;
            done     <= 0;
            iter_cnt <= 0;
            x        <= 0;
            y        <= 0;
            z        <= 0;
        end else begin
            if (done && !bus_write) begin
                done <= 0;
            end
            if (bus_write && addr == ADDR_ANGLE) begin
                z        <= wdata;
                x        <= 16'd23170;  
                y        <= 0;
                iter_cnt <= 0;
                busy     <= 1;
                done     <= 0;
            end 
            else if (busy) begin
                if (z[31] == 0) begin
                    x <= x - (y >>> iter_cnt);
                    y <= y + (x >>> iter_cnt);
                    z <= z - atan_table[iter_cnt];
                end else begin
                    x <= x + (y >>> iter_cnt);
                    y <= y - (x >>> iter_cnt);
                    z <= z + atan_table[iter_cnt];
                end
                if (iter_cnt == ITER-1) begin
                    busy     <= 0;
                    done     <= 1;
                    iter_cnt <= 0;
                end else begin
                    iter_cnt <= iter_cnt + 1;
                end
            end
        end
    end
    always @(*) begin
        case(addr)
            ADDR_CTRL:  rdata = {31'b0, done};
            ADDR_COS:   rdata = {{16{x[WIDTH-1]}}, x};  
            ADDR_SIN:   rdata = {{16{y[WIDTH-1]}}, y};  
            default:    rdata = 32'b0;
        endcase
    end
endmodule
==> ./run.sh <==
#!/bin/bash
# OpenROAD 26Q1-2900-gdf79404cd8, Yosys 0.63+post, stock flow scripts
make -C /OpenROAD-flow-scripts/flow DESIGN_CONFIG=/design/flow/config.mk WORK_HOME=/design/flow/orfs finish
==> ./config.mk <==
export PLATFORM = sky130hd
export DESIGN_NAME = cordic_core
export DESIGN_NICKNAME = cordic_core
export VERILOG_FILES = /design/flow/design.v
export SDC_FILE = /design/flow/constraint.sdc
export NUM_CORES = 4
export LEC_CHECK = 1
export CORE_UTILIZATION = 40
==> ./constraint.sdc <==
current_design cordic_core

set clk_period 19.1
set clk_io_pct 0.2

create_clock -name clk0 -period $clk_period [get_ports {clk}]

set non_clock_inputs [all_inputs -no_clocks]
set_input_delay [expr $clk_period * $clk_io_pct] -clock clk0 $non_clock_inputs
set_output_delay [expr $clk_period * $clk_io_pct] -clock clk0 [all_outputs]
==> results.cfg <==
; implementation run metrics
[sta]
slew_headroom = 0.405
min_period_over_period = 0.551
worstMarginPinSlew_ns = 0.889
setup_violations = 0
grt_setup_unrepaired = false
finClkSkew_ns = 0.00863
min_period_ns = 10.52
hold_viol_final = 0
slew_violations = 0
fmax_ghz = 0.0951
finalSetupTns_ns = 0

[worst_setup_path]
path_max_fanout = 17
arrival_ns = 6.70
crit_type = primary input to output pin
start_kind = primary input
crit_top_cell = clkdlybuf4s50_1
cp_slowest_stage_delay_ns = 0.73
crit_buf_inv = 2
worstPathCellList = clkdlybuf4s50_1 -> or4_1 -> nor2_1 -> a22o_1 -> clkdlybuf4s50_1
crit_slowest_cell = nor2_1
end_kind = output pin
crit_required_ns = 15.28
critPathTopFamily = simple AND/OR/NAND/NOR gates

[routing]
diodes = 0
route.detailed.drc = 0
dr.pass1.iters = 7
vias = 9569
finalWirelength_um = 28500
drt-wirelength-per-cell_um = 17.2
dr.first_iter.drc_count = 663
postRouteAntennaNets = 0
vias_per_cell = 5.79

[clocking]
clk_pin_slew_ns = 0.07
clock-root-buffer = clkbuf_16
cts_hold_buf = 0
htreeDepth = 3
cts_sinks = 101
clockBufferDepth = 2
post_cts_buffers = 0
cts_buffers = 9
clkLatencyLatePin_ns = 0.36
cts_resized = 0
cts_tree = built

[yosys]
numSynthFlops = 101
flop_cell = dfxtp_1
syn_area_per_cell_um2 = 7.94
ys_area_um2 = 10300
yosysWarnings = 1
synthDominantCellAreaShare = 0.196
ys_cells = 1301
syn-instance-count = 1301
area_leaders = dfxtp_1, ha_1, a21oi_1, nor2_1, mux4_2
ys_seq_frac = 0.196
synthDistinctLibCells = 79
edf_count = 0
synthArstFlopShare = 0
largest_area_cell = dfxtp_1
syn_area_um2 = 10300

[final_layout]
drive_gt1_frac = 0.0794
syn2layout_area_growth_pct = 11.5
final_cell_mix = nor2_1, a21oi_1, nand2_1
fin_util = 0.456
mostFrequentLayoutCell = nor2_1
nFillCells = 2506

[global_route]
grt_overflow = 0
grt_max_degree = 60
grt_pass1_wl_um = 46700
grt_use_total = 0.225
grt_pass1_vias = 8807
antenna_found_initial = 0

[floorplan]
num_rows = 58
initCoreUtil = 0.409
io_pins = 75
coreArea_um2 = 25300
die_x_um = 163
die-area_um2 = 26500
die_h_um = 163

[power]
power_density_nw_per_um2 = 42.4
p_leak_nw = 4.68
vdd_drop_max_mv = 0.0495

[placed_design]
port_buffers = 73
gp_congestion = 0.935
hpwl_um = 20100

[status]
status = complete, no violations

[worst_hold_path]
hold_class = flip-flop to flip-flop

[run]
warnings = 32
maxCapViolCount = 0
==> final timing paths <==
check	start	end	slack, ns	cells past startpoint
hold / removal	done$_SDFF_PP0_	done$_SDFF_PP0_	0.48	2
setup reg to reg	iter_cnt[1]$_SDFFE_PP0P_	y[15]$_SDFFE_PP0P_	13.69	19
hold reg to reg	done$_SDFF_PP0_	done$_SDFF_PP0_	0.48	2
setup / recovery	addr[1]	rdata[15]	8.58	5
==> final cells by class <==
| type | count | area, um2 | share of cell area |
|---|---|---|---|
| multi-input cells | 1064 | 7680 | 0.667 |
| flip-flops and latches | 101 | 2030 | 0.176 |
| repair buffers | 95 | 896 | 0.0778 |
| well taps | 330 | 413 | 0.0359 |
| clock buffers | 9 | 225 | 0.0196 |
| inverters | 47 | 176 | 0.0153 |
| clock inverters | 7 | 92.6 | 0.00804 |
==> worst reg2reg max path: stages, from the launching register on <==
cell and delay (ns):
dfxtp_2 0.32, buf_4 0.54, mux4_1 0.68, nand2_1 0.17, a21oi_1 0.10, a221oi_1 0.42, and2_1 0.23, ha_1 0.17
and2_1 0.18, a31oi_1 0.11, xnor2_1 0.17, ha_1 0.32, o21ai_0 0.12, a31oi_1 0.47, a211oi_1 0.19, o31ai_1 0.32
or2_2 0.16, a311oi_1 0.05, or4_1 0.50, a21oi_1 0.14
==> stage by stage <==
stage                     total power [mW]  std cells  setup slack [ns]  cell area [um2]  hold WS [ns]
final                                0.489       1653              8.58            11500         0.483
after global routing                 0.512       1653              8.33            11500         0.499
after detailed placement             0.289       1637              8.56            11200         0.475
after floorplan                      0.269       1301              9.74            10300         0.436
after global placement               0.289       1637              8.55            11200         0.472
after CTS                            0.495       1653              8.55            11500         0.490
==> synthesized netlist by cell type, types with 6 or more instances <==
| cell | n |
|---|---|
| a211oi_1 | 42 |
| a21o_1 | 22 |
| a21oi_1 | 126 |
| a22o_1 | 19 |
| a22oi_1 | 8 |
| a31oi_1 | 19 |
| and2_1 | 17 |
| and3_1 | 14 |
| buf_1 | 12 |
| buf_2 | 14 |
| buf_4 | 17 |
| clkbuf_1 | 40 |
| dfxtp_1 | 101 |
| ha_1 | 72 |
| inv_1 | 43 |
| mux2_2 | 20 |
| mux2i_1 | 49 |
| mux4_2 | 22 |
| nand2_1 | 101 |
| nand2b_1 | 11 |
| nand3_1 | 18 |
| nand4_1 | 8 |
| nor2_1 | 135 |
| nor2b_1 | 12 |
| nor3_1 | 33 |
| nor3b_1 | 8 |
| nor4_1 | 6 |
| o211ai_1 | 16 |
| o21a_1 | 18 |
| o21ai_0 | 46 |
| o22ai_1 | 6 |
| o31ai_1 | 11 |
| or2_2 | 8 |
| or3_1 | 13 |
| xnor2_1 | 55 |
| xor2_1 | 43 |
==> logic make-up (layout without fill, tap and decap cells) <==
| group | after synthesis | count (layout) | share of synthesized area |
|---|---|---|---|
| mux | 95 | 95 | 0.127 |
| buf+inv | 136 | 158 | 0.0613 |
| compound gates | 387 | 387 | 0.247 |
| fa+ha+maj | 75 | 75 | 0.0930 |
| flops | 101 | 101 | 0.196 |
| xor+xnor | 98 | 98 | 0.0831 |
| simple gates | 409 | 409 | 0.193 |
==> routing by layer <==
metal	share of wire	global-route usage
met5	0	0.00758
met4	0.025	0.0459
met3	0.066	0.0455
met2	0.42	0.325
met1	0.49	0.348
==> power breakdown <==
| group | total (mW) | internal (mW) | switching (mW) |
|---|---|---|---|
| Combinational | 0.0714 | 0.0339 | 0.0375 |
| Sequential | 0.213 | 0.212 | 0.00165 |
| Clock | 0.204 | 0.105 | 0.0985 |
Power is estimated from default activity; no workload was simulated.
